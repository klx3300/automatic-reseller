--- design/flow/config.mk ---
export PLATFORM = sky130hd
export DESIGN_NAME = sellersm
export DESIGN_NICKNAME = sellersm
export VERILOG_FILES = /design/flow/design.v
export SDC_FILE = /design/flow/constraint.sdc
export NUM_CORES = 4
export LEC_CHECK = 1
export CORE_UTILIZATION = 40
--- design/flow/constraint.sdc ---
current_design sellersm

set clk_period 8.8
set clk_io_pct 0.2

create_clock -name clk0 -period $clk_period [get_ports {clk}]

set non_clock_inputs [all_inputs -no_clocks]
set_input_delay [expr $clk_period * $clk_io_pct] -clock clk0 $non_clock_inputs
set_output_delay [expr $clk_period * $clk_io_pct] -clock clk0 [all_outputs]
--- design/flow/design.v ---
`timescale 1ns / 1ps
module btnclkdiv(
    clk,divclk
    );
    input clk;
    output reg divclk;
    parameter interval = 1_000_000;
    reg [31:0] cnt;
    initial cnt = 0;
    initial divclk = 0;
    always @(posedge clk) begin
      cnt = cnt + 1;
      if (cnt == interval/2 - 1 ) begin
        divclk = ~divclk;
        cnt = 0;
      end
    end
endmodule
`timescale 1ns / 1ps
module hellodisp(
    clk, sdpsel, sdpdisp
);
    input clk;
    output reg [7:0] sdpsel;
    output reg [7:0] sdpdisp;
    reg [2:0] curr_dig;
    initial curr_dig = 0;
    always @(posedge clk) begin
        curr_dig = curr_dig + 1;
        if(curr_dig > 4) begin
            curr_dig = 0;
        end
        sdpsel = 8'b11111111;
        sdpsel[curr_dig] = 0;
        case(curr_dig)
            0: sdpdisp = 8'b10100011;
            1: sdpdisp = 8'b11000111;
            2: sdpdisp = 8'b11000111;
            3: sdpdisp = 8'b10000110;
            4: sdpdisp = 8'b10001001;
        endcase
    end
endmodule  
`timescale 1ns/1ps
module maccumulator (
    clk, lock, rst, onesig, tensig, moneyv
);
    input clk;
    input rst;
    input onesig;
    input tensig;
    input lock;
    output reg [7:0] moneyv;
    initial moneyv = 0;
    reg lastonesig, lasttensig;
    initial lastonesig = 0;
    initial lasttensig = 0;
    always @(posedge clk) begin
        if(rst) moneyv <= 0;
        else if(onesig & ~lastonesig & ~tensig & ~rst & ~lock) moneyv <= moneyv + 2;
        else if(tensig & ~lasttensig & ~onesig & ~rst & ~lock) moneyv <= moneyv + 20;
        lastonesig = onesig;
        lasttensig = tensig;
    end
endmodule  
`timescale 1ns / 1ps
module moneydisp(
    clk, moneyv, sdpsel, sdpdisp
);
    input clk;
    input [7:0] moneyv;  
    output reg [7:0] sdpsel;
    output reg [7:0] sdpdisp;
    reg [2:0] curr_dig;
    reg [7:0] original;
    reg [7:0] tens;
    reg [7:0] ones;
    initial curr_dig = 0;
    always @(posedge clk) begin
        curr_dig = curr_dig + 1;
        sdpsel = 8'b11111111;
        original[7] = 0;
        original[6:0] = moneyv[7:1];
        tens = original % 100;
        ones = tens % 10;
        sdpsel[curr_dig] = 0;
        case(curr_dig)
            3: begin
                if (moneyv >= 200) begin
                    sdpdisp = 8'b11111001;  
                end
                else begin
                    sdpdisp = 8'b11000000;  
                end
            end
            2: begin
                if(tens >= 90) begin
                    sdpdisp = 8'b10010000;
                end
                else if(tens >= 80) begin
                    sdpdisp = 8'b10000000;
                end
                else if(tens >= 70) begin
                    sdpdisp = 8'b11111000;
                end
                else if(tens >= 60) begin
                    sdpdisp = 8'b10000010;
                end
                else if(tens >= 50) begin
                    sdpdisp = 8'b10010010;
                end
                else if(tens >= 40) begin
                    sdpdisp = 8'b10011001;
                end
                else if(tens >= 30) begin
                    sdpdisp = 8'b10110000;
                end
                else if(tens >= 20) begin
                    sdpdisp = 8'b10100100;
                end
                else if(tens >= 10) begin
                    sdpdisp = 8'b11111001;
                end
                else begin
                    sdpdisp = 8'b11000000;
                end
            end
            1: begin
                if(ones >= 9) begin
                    sdpdisp = 8'b00010000;
                end
                else if(ones >= 8) begin
                    sdpdisp = 8'b00000000;
                end
                else if(ones >= 7) begin
                    sdpdisp = 8'b01111000;
                end
                else if(ones >= 6) begin
                    sdpdisp = 8'b00000010;
                end
                else if(ones >= 5) begin
                    sdpdisp = 8'b00010010;
                end
                else if(ones >= 4) begin
                    sdpdisp = 8'b00011001;
                end
                else if(ones >= 3) begin
                    sdpdisp = 8'b00110000;
                end
                else if(ones >= 2) begin
                    sdpdisp = 8'b00100100;
                end
                else if(ones >= 1) begin
                    sdpdisp = 8'b01111001;
                end
                else begin
                    sdpdisp = 8'b01000000;
                end
            end
            0: begin
                if(moneyv[0]) begin
                    sdpdisp = 8'b10010010;
                end
                else begin
                    sdpdisp = 8'b11000000;
                end
            end
            4: sdpdisp = 8'b10101111;
            5: sdpdisp = 8'b10101111;
            6: sdpdisp = 8'b11100011;
            7: sdpdisp = 8'b10100111;
        endcase
    end
endmodule  
`timescale 1ns/1ps
module msubtractor(
    moneyv, subsig, leftv
);
    input [7:0] moneyv;
    input subsig;
    output reg [7:0] leftv;
    always @(moneyv, subsig) begin
        if(subsig) leftv = moneyv - 10;
        else leftv = moneyv - 5;
    end
endmodule  
`timescale 1ns / 1ps
module multiplexer(
    result, srca, srcb, selector
    );
    parameter WIDTH = 8;
    input [WIDTH-1:0] srca,srcb;
    input selector;
    output reg [WIDTH-1:0] result;
    always @(selector or srca or srcb) begin
        if(selector)
            result = srcb;
        else
            result = srca;
    end
endmodule
`timescale 1ns / 1ps
module sdpclkdiv(
    clk,divclk
    );
    input clk;
    output reg divclk;
    parameter interval = 100_000;
    reg [31:0] cnt;
    initial cnt = 0;
    initial divclk = 0;
    always @(posedge clk) begin
      cnt = cnt + 1;
      if (cnt == interval/2 - 1 ) begin
        divclk = ~divclk;
        cnt = 0;
      end
    end
endmodule
`timescale 1ns/1ps
module sellerctrlsm(
    rst, clk, start, cancel, rmb10, rmb1, sel25, sel5, runled, occupyled, drinkled,
    returnled, subsig, hellomux, submux, money, accurst, acculock
);
    input rst;  
    input clk;  
    input start;  
    input cancel;  
    input sel25;  
    input sel5;  
    input rmb10;
    input rmb1;
    input [7:0] money;  
    output reg runled;  
    output reg occupyled;  
    output reg drinkled;  
    output reg returnled;  
    output reg subsig;  
    output reg hellomux;  
    output reg submux;  
    output reg accurst;
    output reg acculock;
    reg [2:0] currstat, nxstat;
    reg [31:0] cnt;
    reg lastrmb1;
    initial lastrmb1 = 0;
    initial currstat = 0;
    initial nxstat = 0;
    initial cnt = 0;
    always @(currstat, rmb10, rmb1, start, cancel, sel25, sel5, money) begin
        case(currstat)
            0: begin  
                accurst = 1;
                runled = 1;
                occupyled = 0;
                drinkled = 0;
                returnled = 0;
                subsig = 0;
                hellomux = 0;
                submux = 0;
                acculock = 0;
                if(start) nxstat = 1;
                else nxstat = 0;
            end
            1: begin  
                accurst = 0;
                runled = 1;
                occupyled = 1;
                drinkled = 0;
                returnled = 0;
                subsig = 0;
                hellomux = 1;
                submux = 0;
                acculock = 0;
                if(rmb1) nxstat = 2;
                else if(rmb10) nxstat = 4;
                else if(cancel) nxstat = 7;
                else nxstat = 1;
            end
            2: begin  
                accurst = 0;
                runled = 1;
                occupyled = 1;
                drinkled = 0;
                returnled = 0;
                subsig = 0;
                hellomux = 1;
                acculock = 0;
                submux = 0;
                if(money >= 6) nxstat = 3;
                else if(rmb10) nxstat = 3;
                else if(cancel) nxstat = 7;
                else nxstat = 2;
            end
            3: begin  
                accurst = 0;
                runled = 1;
                occupyled = 1;
                drinkled = 0;
                returnled = 0;
                subsig = 0;
                hellomux = 1;
                acculock = 0;
                submux = 0;
                if(sel25) nxstat = 5;
                else if(cancel) nxstat = 7;
                else nxstat = 3;
            end
            4: begin  
                accurst = 0;
                runled = 1;
                occupyled = 1;
                drinkled = 0;
                returnled = 0;
                subsig = 0;
                acculock = 0;
                hellomux = 1;
                submux = 0;
                if(sel25) nxstat = 5;
                else if(sel5) nxstat = 6;
                else if(cancel) nxstat = 7;
                else nxstat = 4;
            end
            5: begin  
                accurst = 0;
                runled = 1;
                occupyled = 1;
                drinkled = 1;
                returnled = 1;
                acculock = 1;
                subsig = 0;
                hellomux = 1;
                submux = 1;
                nxstat = 5;
            end
            6: begin  
                accurst = 0;
                runled = 1;
                occupyled = 1;
                drinkled = 1;
                returnled = 1;
                acculock = 1;
                subsig = 1;
                hellomux = 1;
                submux = 1;
                nxstat = 6;
            end
            7: begin  
                accurst = 0;
                runled = 1;
                occupyled = 1;
                drinkled = 0;
                acculock = 1;
                returnled = 1;
                subsig = 0;
                hellomux = 1;
                submux = 0;
                nxstat = 7;
            end
        endcase
        lastrmb1 = rmb1;
    end
    always @(posedge clk) begin
        if (rst) currstat = 0;
        else begin
            if(currstat != 7 && nxstat == 7) cnt = 0;
            else if(currstat != 5 && nxstat == 5) cnt = 0;
            else if(currstat != 6 && nxstat == 6) cnt = 0;
            cnt = cnt + 1;
            currstat = nxstat;
            if(cnt >= 5) begin
                if(currstat == 5) currstat = 0;
                else if(currstat == 6) currstat = 0;
                else if(currstat == 7) currstat = 0;
            end
        end
    end
endmodule  
`timescale 1ns/1ps
module sellersm(
    clk, led, an, seg, sw, btnC, btnU, btnL, btnR, btnD, btnRst 
);
    input clk, sw, btnC, btnU, btnL, btnR, btnD, btnRst;
    output [3:0] led;
    output [7:0] an;
    output [7:0] seg;
    wire [7:0] money;
    wire [7:0] mleft, mdisp;
    wire [7:0] helloan, hellosdp, digitan, digitsdp;
    btnclkdiv bcd(clk, btnclk);
    sdpclkdiv scd(clk, sdpclk);
    tickclkdiv tcd(clk, tickclk);
    assign rmb10 = btnU;
    assign rmb1 = btnC;
    assign start = btnD;
    assign sel5 = btnL;
    assign sel25 = btnR;
    assign cancel = btnRst;
    maccumulator ma(clk, acculock, accurst, rmb1, rmb10, money);
    msubtractor ms(money, subsig, mleft);
    multiplexer #(8) mmux(mdisp, money, mleft, submux);
    hellodisp hd(sdpclk, helloan, hellosdp);
    moneydisp md(sdpclk, mdisp, digitan, digitsdp);
    multiplexer #(8) sdpdispmux(seg, hellosdp, mdisp, hellomux);
    sellerctrlsm controller(sw, clk, start, ~cancel, rmb10, rmb1, sel25, sel5, led[0], led[1], led[2], led[3], subsig, hellomux, submux, money, accurst, acculock);
endmodule  
`timescale 1ns / 1ps
module tickclkdiv(
    clk,divclk
    );
    input clk;
    output reg divclk;
    parameter interval = 1_000_000;
    reg [31:0] cnt;
    initial cnt = 0;
    initial divclk = 0;
    always @(posedge clk) begin
      cnt = cnt + 1;
      if (cnt == interval/2 - 1 ) begin
        divclk = ~divclk;
        cnt = 0;
      end
    end
endmodule
--- design/flow/run.sh ---
#!/bin/bash
# OpenROAD 26Q1-2900-gdf79404cd8, Yosys 0.63+post, stock flow scripts
make -C /OpenROAD-flow-scripts/flow DESIGN_CONFIG=/design/flow/config.mk WORK_HOME=/design/flow/orfs finish
==> results_slide.txt <==
Flow Results at a Glance

Critical path
  • Data arrival time of the critical path: ~6.6 ns
  • Reg2reg end: controller.currstat[0]
  • CP Max Fanout: 12
  • Reg2Reg Setup Slack: 3.69 ns
  • Setup crit end kind: register
  • Required time worst endpoint: between 9 and 10 ns
  • Reg2Reg Depth: 15
  • Critical path type: input port to register
  • CP startpoint kind: input port
  • Worst reg2reg startpoint: controller.currstat[1]

Place
  • Final Wtd Congestion: 0.972
  • DP HPWL: 8650 um
  • Pre-CTS setup slack: 2.20 ns
  • Port bufs: 18
  • Dpl cells: 788

Cells and area
  • Area growth, synth to finish: 10.1%
  • Core Util, Final: ~45%
  • Top Layout Cells: 78 x nor2_1, 53 x nand2_1, 47 x dfxtp_1
  • Commonest Layout Cell: nor2_1
  • Post-Layout Cell Count: 804
  • Share of post-route cells with drive strength above 1: 8.12%

Final timing
  • Fin Clk Skew: 0.00496 ns
  • Max Slew Vio Count: 0
  • Crit share post-route: between 70% and 80%
  • RSZ-0062 raised after global routing: false
  • Max Clk Rate: 158 MHz
  • Tightest Pin Transition: approximately 0.63 ns
  • Setup TNS: 0 ns
  • Endpoints failing setup: 0
  • Final hold vios: 0
  • Register pins left without a clock: 9
  • Period minus WS final: between 6 and 7 ns
  • Endpoints left unconstrained: 15
  • Setup ws final: around 2.5 ns
  • Slew headroom: 57.5%

Yosys
  • Flop and latch count out of synthesis: approximately 86
  • Post-synth seq share: 38.3%
  • Post-synth EDFFs: 39
  • Main flop type: dfxtp_1
  • Syn Area/Cell: 8.86 sq um
  • Yosys stat area: about 5500 sq um
  • Post-synth cell types: 77
  • Cells after Synth: 622
  • Async set-reset flop share out of synthesis: 0%
  • Post-Syn Area: between 5000 and 6000 sq um
  • Yosys stat cell total: ~620
  • Synthesis Warnings: 31

Global route
  • Antenna violations before repair: 0
  • First-pass GRT wire length: ~20,000 um
  • Global route overflow: 0
  • Vias in the first global route: 4,066
  • Pin count of the biggest net entering global routing: 34
  • GRT Total Usage: 18.2%

Drt
  • Total Routed Length: 11,900 um
  • Vias per inst: about 5.4
  • Detailed-route via count: 4,352
  • N_diodes: 0
  • Post-DRT Antenna Nets: 0
  • DRT Pass-1 Iters: 4
  • Starting DRC count in detailed routing: 268
  • Routed len/inst: around 15 um
  • Drt drc: 0

Worst hold path
  • Hold Startpoint: scd.cnt[0]
  • Worst Hold Class: register to register
  • Hold Crit Endpoint: scd.cnt[0]
  • Hold path depth: 1

Clocking
  • Clock latency at the later pin of the worst-skew pair: ~0.34 ns
  • CTS tree: yes
  • CTS max path bufs: 2
  • Post-CTS Setup Repair Bufs: 0
  • Post-CTS Hold Buffers: 0
  • Clock transition at the registers of the reported paths: around 0.060 ns
  • Clk root buf: clkbuf_16
  • Num CTS Buffers: 9
  • Cts repair resizes: 0
  • Htree depth: 3

Pwr
  • Int Pwr: approximately 0.84 mW
  • Clock power share: 31.0%
  • Peak VDD IR: 131 uV
  • Switching power: around 0.44 mW
  • Combinational power share: 29.8%
  • Sequential power share: 39.2%
  • Leakage power total: 2.08 nW
  • PD cells: roughly 210 nW/um^2
  • Switching share of power: 34.6%

Die
  • Chip width: 119 um
  • Die Size: roughly 14,000 sq um
  • Row cnt: 42
  • Vertical die size: 119 um
  • Floorplan utilization: 41.3%
  • Core Area: 13,300 sq um
  • I/O Pins: 28

Job
  • Max_cap viols: 0
  • Tool warnings: 32

Status
  • Status: completed
==> cells in the mapped netlist, drive strengths merged, types with 2 or more instances <==
cell type | number | area share (%)
nand4 | 17 | 1.9
xor2 | 29 | 4.6
a31oi | 9 | 1.0
o21ai | 18 | 1.9
o221ai | 2 | 0.32
mux2 | 2 | 0.41
o2111ai | 6 | 0.95
or3 | 6 | 0.95
and2 | 9 | 1.0
xnor2 | 42 | 6.7
nor3 | 22 | 2.7
o21a | 2 | 0.27
nand2 | 53 | 3.6
mux2i | 7 | 1.3
o32ai | 4 | 0.77
nor4 | 10 | 1.4
and3 | 5 | 0.57
or2 | 4 | 0.45
nand2b | 8 | 1.0
nor2 | 79 | 5.4
and4 | 6 | 0.95
clkbuf | 16 | 1.1
o211a | 2 | 0.36
nor3b | 2 | 0.27
a22oi | 2 | 0.27
nor4b | 5 | 0.79
a2111oi | 7 | 1.2
o22ai | 3 | 0.34
conb | 2 | 0.14
a221oi | 2 | 0.32
a211oi | 4 | 0.54
a21o | 3 | 0.54
nand3 | 33 | 3.3
o211ai | 3 | 0.68
dfxtp | 47 | 17
a21oi | 27 | 2.5
o41ai | 2 | 0.45
ha | 12 | 2.7
edfxtp | 39 | 21
a21boi | 3 | 0.41
inv | 31 | 2.1
buf | 22 | 3.0
==> worst max-delay path, cell delays in order <==
cell and delay [ns]:
clkdlybuf4s50_1 0.57, mux2i_1 0.21, a221oi_1 0.15, or3_1 0.56, nand2_1 0.30, and2_1 0.22
ha_1 0.32, and4_1 0.26, nand4_1 0.35, nor4_1 0.49, mux2i_1 0.24, nand4_1 0.12
a2111oi_0 0.43, a21boi_0 0.30, a31oi_1 0.14, a21oi_1 0.17
==> registers in the layout, indices dropped and copies added (netlist names) <==
signal / cells
controller.cnt: 32
scd.cnt: 32
ma.moneyv: 7
hd.sdpdisp: 6
controller.currstat: 3
hd.curr_dig: 3
ma.lastonesig: 1
ma.lasttensig: 1
scd.divclk: 1
==> power by group through the flow <==
stage                 clock network (mW)  registers, mW  logic [mW]
after CTS                          0.409          0.502       0.379
after global routing               0.421          0.512       0.426
final                              0.398          0.503       0.382
==> cells by family (layout without fill, tap and decap cells) <==
logic type      after synthesis  after routing  synth area share (%)
simple gates                263            263                  25.1
compound gates              110            110                  14.6
flops                        86             86                  38.3
xor+xnor                     71             71                  11.3
buf+inv                      69             68                  6.17
fa+ha+maj                    12             12                  2.72
mux                           9              9                  1.68
other cells                   2              9                 0.136
==> how the worst max path moves through the flow <==
stage	depth (start not counted)	startpoint	slack, ns	end
4_1_cts	16	btnU	2.51	controller.currstat[0]
5_1_grt	16	btnU	2.00	controller.currstat[0]
6_report	16	btnU	2.45	controller.currstat[0]
==> per-layer routing <==
metal	part of all wire [%]	vias up	routed length (um)	GRT usage, %
met5	0	-	0	0
met4	1.9	0	227	3.52
met3	4.5	18	541	3.77
met2	43	96	5180	26.2
met1	50	2032	5980	29.1
li1	-	2206	-	-
==> through the flow <==
step	instance area [sq um]	total power, mW	hold WS [ns]
after floorplan	5540	0.790	0.425
after global placement	5740	0.885	0.436
after detailed placement	5740	0.884	0.454
after CTS	6070	1.29	0.467
after global routing	6070	1.36	0.488
final	6070	1.28	0.463
==> layout make-up <==
cell class | instances | area, sq um
inverters | 31 | 116
clock inverters | 3 | 18.8
fillers | 1260 | 7280
repair buffers | 21 | 203
flip-flops and latches | 86 | 2110
clock buffers | 13 | 314
well taps | 176 | 220
multi-input cells | 474 | 3090
No activity file was given, so power comes from the tool's default toggle rates.
