$ cat /design/flow/config.mk
export PLATFORM = sky130hd
export DESIGN_NAME = seller
export DESIGN_NICKNAME = seller
export VERILOG_FILES = /design/flow/design.v
export SDC_FILE = /design/flow/constraint.sdc
export NUM_CORES = 4
export LEC_CHECK = 1
export CORE_UTILIZATION = 50
$ cat /design/flow/constraint.sdc
current_design seller

set clk_period 10.3
set clk_io_pct 0.2

create_clock -name clk0 -period $clk_period [get_ports {clk}]

set non_clock_inputs [all_inputs -no_clocks]
set_input_delay [expr $clk_period * $clk_io_pct] -clock clk0 $non_clock_inputs
set_output_delay [expr $clk_period * $clk_io_pct] -clock clk0 [all_outputs]
$ cat /design/flow/design.v
`timescale 1ns / 1ps
module btnclkdiv(
    clk,divclk
    );
    input clk;
    output reg divclk;
    parameter interval = 1_000_000;
    reg [31:0] cnt;
    initial cnt = 0;
    initial divclk = 0;
    always @(posedge clk) begin
      cnt = cnt + 1;
      if (cnt == interval/2 - 1 ) begin
        divclk = ~divclk;
        cnt = 0;
      end
    end
endmodule
`timescale 1ns/1ps
module btnstablizer (
    clk, btnsig, stabtn
);
    input clk, btnsig;
    output reg stabtn;
    reg lastbtn;
    initial lastbtn = 0;
    always @(posedge clk) begin
        if(btnsig == lastbtn) stabtn = btnsig;
        lastbtn = btnsig;
    end
endmodule  
`timescale 1ns / 1ps
module hellodisp(
    clk, sdpsel, sdpdisp
);
    input clk;
    output reg [7:0] sdpsel;
    output reg [7:0] sdpdisp;
    reg [2:0] curr_dig;
    initial curr_dig = 0;
    always @(posedge clk) begin
        curr_dig = curr_dig + 1;
        if(curr_dig > 4) begin
            curr_dig = 0;
        end
        sdpsel = 8'b11111111;
        sdpsel[curr_dig] = 0;
        case(curr_dig)
            0: sdpdisp = 8'b10100011;
            1: sdpdisp = 8'b11000111;
            2: sdpdisp = 8'b11000111;
            3: sdpdisp = 8'b10000110;
            4: sdpdisp = 8'b10001001;
        endcase
    end
endmodule  
`timescale 1ns/1ps
module maccumulator (
    clk, lock, rst, onesig, tensig, moneyv
);
    input clk;
    input rst;
    input onesig;
    input tensig;
    input lock;
    output reg [7:0] moneyv;
    initial moneyv = 0;
    reg lastonesig, lasttensig;
    initial lastonesig = 0;
    initial lasttensig = 0;
    always @(posedge clk) begin
        if(rst) moneyv <= 0;
        else if(onesig & ~lastonesig & ~tensig & ~rst & ~lock) moneyv <= moneyv + 2;
        else if(tensig & ~lasttensig & ~onesig & ~rst & ~lock) moneyv <= moneyv + 20;
        lastonesig = onesig;
        lasttensig = tensig;
    end
endmodule  
`timescale 1ns / 1ps
module moneydisp(
    clk, moneyv, sdpsel, sdpdisp
);
    input clk;
    input [7:0] moneyv;  
    output reg [7:0] sdpsel;
    output reg [7:0] sdpdisp;
    reg [2:0] curr_dig;
    reg [7:0] original;
    reg [7:0] tens;
    reg [7:0] ones;
    initial curr_dig = 0;
    always @(posedge clk) begin
        curr_dig = curr_dig + 1;
        sdpsel = 8'b11111111;
        original[7] = 0;
        original[6:0] = moneyv[7:1];
        tens = original % 100;
        ones = tens % 10;
        sdpsel[curr_dig] = 0;
        case(curr_dig)
            3: begin
                if (moneyv >= 200) begin
                    sdpdisp = 8'b11111001;  
                end
                else begin
                    sdpdisp = 8'b11000000;  
                end
            end
            2: begin
                if(tens >= 90) begin
                    sdpdisp = 8'b10010000;
                end
                else if(tens >= 80) begin
                    sdpdisp = 8'b10000000;
                end
                else if(tens >= 70) begin
                    sdpdisp = 8'b11111000;
                end
                else if(tens >= 60) begin
                    sdpdisp = 8'b10000010;
                end
                else if(tens >= 50) begin
                    sdpdisp = 8'b10010010;
                end
                else if(tens >= 40) begin
                    sdpdisp = 8'b10011001;
                end
                else if(tens >= 30) begin
                    sdpdisp = 8'b10110000;
                end
                else if(tens >= 20) begin
                    sdpdisp = 8'b10100100;
                end
                else if(tens >= 10) begin
                    sdpdisp = 8'b11111001;
                end
                else begin
                    sdpdisp = 8'b11000000;
                end
            end
            1: begin
                if(ones >= 9) begin
                    sdpdisp = 8'b00010000;
                end
                else if(ones >= 8) begin
                    sdpdisp = 8'b00000000;
                end
                else if(ones >= 7) begin
                    sdpdisp = 8'b01111000;
                end
                else if(ones >= 6) begin
                    sdpdisp = 8'b00000010;
                end
                else if(ones >= 5) begin
                    sdpdisp = 8'b00010010;
                end
                else if(ones >= 4) begin
                    sdpdisp = 8'b00011001;
                end
                else if(ones >= 3) begin
                    sdpdisp = 8'b00110000;
                end
                else if(ones >= 2) begin
                    sdpdisp = 8'b00100100;
                end
                else if(ones >= 1) begin
                    sdpdisp = 8'b01111001;
                end
                else begin
                    sdpdisp = 8'b01000000;
                end
            end
            0: begin
                if(moneyv[0]) begin
                    sdpdisp = 8'b10010010;
                end
                else begin
                    sdpdisp = 8'b11000000;
                end
            end
            4: sdpdisp = 8'b10101111;
            5: sdpdisp = 8'b10101111;
            6: sdpdisp = 8'b11100011;
            7: sdpdisp = 8'b10100111;
        endcase
    end
endmodule  
`timescale 1ns/1ps
module msubtractor(
    moneyv, subsig, leftv
);
    input [7:0] moneyv;
    input subsig;
    output reg [7:0] leftv;
    always @(moneyv, subsig) begin
        if(subsig) leftv = moneyv - 10;
        else leftv = moneyv - 5;
    end
endmodule  
`timescale 1ns / 1ps
module multiplexer(
    result, srca, srcb, selector
    );
    parameter WIDTH = 8;
    input [WIDTH-1:0] srca,srcb;
    input selector;
    output reg [WIDTH-1:0] result;
    always @(selector or srca or srcb) begin
        if(selector)
            result = srcb;
        else
            result = srca;
    end
endmodule
`timescale 1ns / 1ps
module sdpclkdiv(
    clk,divclk
    );
    input clk;
    output reg divclk;
    parameter interval = 100_000;
    reg [31:0] cnt;
    initial cnt = 0;
    initial divclk = 0;
    always @(posedge clk) begin
      cnt = cnt + 1;
      if (cnt == interval/2 - 1 ) begin
        divclk = ~divclk;
        cnt = 0;
      end
    end
endmodule
`timescale 1ns/1ps
module seller(
    clk, led, an, seg, sw, btnC, btnU, btnL, btnR, btnD, btnRst 
);
    input clk, sw, btnC, btnU, btnL, btnR, btnD, btnRst;
    output [3:0] led;
    output [7:0] an;
    output [7:0] seg;
    wire [7:0] money;
    wire [7:0] mleft, mdisp;
    wire [7:0] helloan, hellosdp, digitan, digitsdp;
    btnclkdiv bcd(clk, btnclk);
    sdpclkdiv scd(clk, sdpclk);
    tickclkdiv tcd(clk, tickclk);
    btnstablizer a(btnclk, btnU, rmb10);
    btnstablizer b(btnclk, btnC, rmb1);
    btnstablizer c(btnclk, btnD, start);
    btnstablizer d(btnclk, btnL, sel5);
    btnstablizer e(btnclk, btnR, sel25);
    btnstablizer f(btnclk, btnRst, cancel);
    maccumulator ma(clk, acculock, accurst, rmb1, rmb10, money);
    msubtractor ms(money, subsig, mleft);
    multiplexer #(8) mmux(mdisp, money, mleft, submux);
    hellodisp hd(sdpclk, helloan, hellosdp);
    moneydisp md(sdpclk, mdisp, digitan, digitsdp);
    multiplexer #(8) sdpselmux(an, helloan, digitan, hellomux);
    multiplexer #(8) sdpdispmux(seg, hellosdp, digitsdp, hellomux);
    sellerctrl controller(sw, tickclk, start, ~cancel, rmb10, rmb1, sel25, sel5, led[0], led[1], led[2], led[3], subsig, hellomux, submux, money, accurst, acculock);
endmodule  
`timescale 1ns/1ps
module sellerctrl(
    rst, clk, start, cancel, rmb10, rmb1, sel25, sel5, runled, occupyled, drinkled,
    returnled, subsig, hellomux, submux, money, accurst, acculock
);
    input rst;  
    input clk;  
    input start;  
    input cancel;  
    input sel25;  
    input sel5;  
    input rmb10;
    input rmb1;
    input [7:0] money;  
    output reg runled;  
    output reg occupyled;  
    output reg drinkled;  
    output reg returnled;  
    output reg subsig;  
    output reg hellomux;  
    output reg submux;  
    output reg accurst;
    output reg acculock;
    reg [2:0] currstat, nxstat;
    reg [31:0] cnt;
    reg lastrmb1;
    initial lastrmb1 = 0;
    initial currstat = 0;
    initial nxstat = 0;
    initial cnt = 0;
    always @(currstat, rmb10, rmb1, start, cancel, sel25, sel5, money) begin
        case(currstat)
            0: begin  
                accurst = 1;
                runled = 1;
                occupyled = 0;
                drinkled = 0;
                returnled = 0;
                subsig = 0;
                hellomux = 0;
                submux = 0;
                acculock = 0;
                if(start) nxstat = 1;
                else nxstat = 0;
            end
            1: begin  
                accurst = 0;
                runled = 1;
                occupyled = 1;
                drinkled = 0;
                returnled = 0;
                subsig = 0;
                hellomux = 1;
                submux = 0;
                acculock = 0;
                if(rmb1) nxstat = 2;
                else if(rmb10) nxstat = 4;
                else if(cancel) nxstat = 7;
                else nxstat = 1;
            end
            2: begin  
                accurst = 0;
                runled = 1;
                occupyled = 1;
                drinkled = 0;
                returnled = 0;
                subsig = 0;
                hellomux = 1;
                acculock = 0;
                submux = 0;
                if(money >= 6) nxstat = 3;
                else if(rmb10) nxstat = 3;
                else if(cancel) nxstat = 7;
                else nxstat = 2;
            end
            3: begin  
                accurst = 0;
                runled = 1;
                occupyled = 1;
                drinkled = 0;
                returnled = 0;
                subsig = 0;
                hellomux = 1;
                acculock = 0;
                submux = 0;
                if(sel25) nxstat = 5;
                else if(cancel) nxstat = 7;
                else nxstat = 3;
            end
            4: begin  
                accurst = 0;
                runled = 1;
                occupyled = 1;
                drinkled = 0;
                returnled = 0;
                subsig = 0;
                acculock = 0;
                hellomux = 1;
                submux = 0;
                if(sel25) nxstat = 5;
                else if(sel5) nxstat = 6;
                else if(cancel) nxstat = 7;
                else nxstat = 4;
            end
            5: begin  
                accurst = 0;
                runled = 1;
                occupyled = 1;
                drinkled = 1;
                returnled = 1;
                acculock = 1;
                subsig = 0;
                hellomux = 1;
                submux = 1;
                nxstat = 5;
            end
            6: begin  
                accurst = 0;
                runled = 1;
                occupyled = 1;
                drinkled = 1;
                returnled = 1;
                acculock = 1;
                subsig = 1;
                hellomux = 1;
                submux = 1;
                nxstat = 6;
            end
            7: begin  
                accurst = 0;
                runled = 1;
                occupyled = 1;
                drinkled = 0;
                acculock = 1;
                returnled = 1;
                subsig = 0;
                hellomux = 1;
                submux = 0;
                nxstat = 7;
            end
        endcase
        lastrmb1 = rmb1;
    end
    always @(posedge clk) begin
        if (rst) currstat = 0;
        else begin
            if(currstat != 7 && nxstat == 7) cnt = 0;
            else if(currstat != 5 && nxstat == 5) cnt = 0;
            else if(currstat != 6 && nxstat == 6) cnt = 0;
            cnt = cnt + 1;
            currstat = nxstat;
            if(cnt >= 500) begin
                if(currstat == 5) currstat = 0;
                else if(currstat == 6) currstat = 0;
                else if(currstat == 7) currstat = 0;
            end
        end
    end
endmodule  
`timescale 1ns / 1ps
module tickclkdiv(
    clk,divclk
    );
    input clk;
    output reg divclk;
    parameter interval = 1_000_000;
    reg [31:0] cnt;
    initial cnt = 0;
    initial divclk = 0;
    always @(posedge clk) begin
      cnt = cnt + 1;
      if (cnt == interval/2 - 1 ) begin
        divclk = ~divclk;
        cnt = 0;
      end
    end
endmodule
$ cat /design/flow/run.sh
#!/bin/bash
# OpenROAD 26Q1-2900-gdf79404cd8, Yosys 0.63+post, stock flow scripts
make -C /OpenROAD-flow-scripts/flow DESIGN_CONFIG=/design/flow/config.mk WORK_HOME=/design/flow/orfs finish
==> flow_summary.yaml <==
# yosys + openroad results
worst_setup_path:
  crit_arrival_ps: 4330
  crit_family: "simple AND/OR/NAND/NOR gates"
  rr_startpoint: "scd.cnt[3]"
  setup.worst_path.start_class: "register"
  slowest_stage: "nor2_1"
  crit_path_end_kind: "register"
  reg2reg_slack_ps: 5940
  cpPeakStageDelay_ps: 600
  r2r_cells: 13
  required_ps: 10270
  path_buffers: 0
  path_max_fanout: 10
  crit_type: "register to register"
  crit_chain: "nand2_1 -> nor3_1 -> and3_1 -> and2_0 -> nand2_1 -> nor2_1 -> and3_1 -> nand3_1 -> xnor2_1 -> nor4_1 -> nand4_1 -> or4_1 -> nor2_1"
  r2r_end: "scd.divclk"
clocking:
  cts-hold-fix-buffers: 0
  ctsRootBufferMaster: "clkbuf_16"
  cts.clk_slew.worst_paths_ps: 80
  cts_setup_buffers: 0
  htreeDepth: 3
  numCtsBuffers: 9
  tritoncts: "done"
  clock_latency_ps: 340
  clockBufferDepth: 2
  cts-resized-gates: 0
min_path:
  worstHoldPathType: "register to register"
  hold_depth: 1
  worstHoldEndpoint: "tcd.cnt[31]"
  min_from: "tcd.cnt[31]"
sta:
  finalSetupViolations: 0
  slew_viol_final: 0
  finalClockPeriodUsage_pct: 42.4
  setup_tns_ps: 0
  hold_viol_final: 0
  rsz0062_at_grt: "no"
  unclocked_regs: 83
  worst_pin_slew_ps: 848
  skew_ps: 9.41
  min_period_ps: 4360
  max_slew_margin_pct: 43.3
  untimed_endpoints: 142
  fmax_mhz: 229
floorplanning:
  top_level_ports: 28
  fp_util_pct: 51.1
  row_count: 52
  die-width_um: 146
  placeableCoreArea_mm2: 0.0203
  die-height_um: 146
  chip_area_mm2: 0.0213
layout:
  area_growth_pct: 7.95
  seqCellArea_mm2: 0.00429
  layout-drive-gt1-share_pct: 7.05
  fin_area_mm2: 0.0112
  layout_top_cell: "dfxtp_1"
  comb_area_mm2: 0.00576
  nFillCells: 1850
  final_cell_mix: "dfxtp_1, nor2_1, nand2_1"
logic_synthesis:
  ys_types: 98
  syn_area_mm2: 0.0104
  postSynthAreaPerCell_um2: 8.98
  yosysWarnings: 24
  netlist_instances: 1155
  flop_cell: "dfxtp_1"
  ys_area_mm2: 0.0104
  ys_async_sr_fraction_pct: 0
  yosys-stat-cells: 1155
  postSynthSeqShare_pct: 41.4
  edf_count: 47
  ys_ff: 191
detailed_routing:
  routedWlPerCell_um: 13.3
  antenna_cells: 0
  post_drt_via_cell_ratio: 5.39
  drc: 0
  antenna_left: 0
  num_vias: 7803
  first_pass_iters: 5
  drt_iter0_markers: 286
  wl_mm: 19.3
power_and_ir_drop:
  pwr_density_cell_mw_per_mm2: 68.4
  peakVddDrop_uv: 73.9
  p_leak_nw: 4.16
outcome:
  status: "complete, no violations"
place:
  place_congestion: 0.878
  io_buffers: 26
  placedInstanceArea_mm2: 0.0109
  hpwlAfterDp_mm: 14.4
global_routing:
  grt_overflow_total: 0
  grt_pass1_wl_mm: 33.7
  grt_pass1_vias: 7218
  grt_max_degree: 38
  gr-usage-all-layers_pct: 19.5
  antenna_found_initial: 0
job:
  maxCapViolations: 0
  warnings: 41
-- sequential cells by signal, indices dropped and copies added, names as in the netlist, 6 cells and up --
register and count:
controller.cnt 32, hd.sdpsel 8, bcd.cnt 32, tcd.cnt 32, hd.sdpdisp 6, md.sdpsel 8
md.sdpdisp 8, scd.cnt 32, ma.moneyv 7
-- worst reg2reg max path: cells and delay by family, from the launching register on --
| kind | cells | cell delay (ps) |
|---|---|---|
| and+or+nand+nor | 12 | 3440 |
| xor gates and xnor gates | 1 | 150 |
| DFF | 1 | 400 |
-- final cells by class --
type,instances,area share (%)
clock inverters,6,0.492
multi-input cells,889,51.4
well taps,270,3.02
repair buffers,36,3.00
clock buffers,10,2.14
inverters,46,1.55
flip-flops and latches,191,38.4
-- how the worst max path moves through the flow --
stage,cells past startpoint,start,endpoint,slack [ps]
final,13,scd.cnt[3],scd.divclk,5940
after global routing,13,scd.cnt[3],scd.divclk,5480
after CTS,13,scd.cnt[3],scd.divclk,5850
-- power by group --
| group | switching (W) | total, W | internal, W |
|---|---|---|---|
| Sequential | 0 | 0.000422 | 0.000422 |
| Combinational | 0.00000463 | 0.00000811 | 0.00000347 |
| Clock | 0.000160 | 0.000336 | 0.000176 |
| Total | 0.000165 | 0.000766 | 0.000601 |
-- kinds of logic after synthesis --
| kind of cell | synth area share [%] |
|---|---|
| fa+ha+maj | 3.37 |
| other cells | 0.0362 |
| flops | 41.4 |
| mux | 2.61 |
| compound gates | 11.9 |
| buf+inv | 3.38 |
| xor+xnor | 11.7 |
| simple gates | 25.6 |
-- per-stage QoR --
stage                     worst slack (ps)  util, %  hold WS, ps  instances  power (W)
after CTS                             5850     55.1          460       1448   0.000778
final                                 5940     55.1          456       1448   0.000766
after detailed placement              5870     53.7          444       1432   0.000440
after global routing                  5480     55.1          482       1448   0.000799
after floorplan                       6510        -          424       1161   0.000435
after global placement                5980     53.7          438       1432   0.000440
-- synth_stat cells (all sizes together) (4+ instances only) --
master,instances,area [um2]
nand4,26,163
nand2,111,417
a31oi,13,96.3
a21o,4,31.3
nor3,32,165
ha,27,338
mux2i,7,86.3
o21a,7,52.6
xnor2,79,699
or3,13,81.3
xor2,58,516
nand2b,18,113
and3b,4,35.0
buf,13,93.8
inv,45,169
or2,7,43.8
a2111oi,6,60.1
or4,10,78.8
o21ai,44,228
nor4,18,128
nand3,56,280
nor3b,9,77.6
and3,31,194
dfxtp,144,2880
nor2,133,499
and2,17,109
nand3b,5,50.1
o22ai,4,31.3
edfxtp,47,1410
mux2,16,184
and4,6,52.6
o31ai,8,78.8
nor2b,13,81.3
o211ai,7,57.6
clkbuf,22,82.6
a21oi,45,233
-- layer usage --
metal	global-route usage, %	wire (um)	share of wire, %	up-vias
met1	31.9	10000	52	3577
li1	-	-	-	4128
met4	2.03	215	1.1	0
met2	30.4	8650	45	83
met5	0	0	0	-
met3	1.70	446	2.3	15
Power is estimated from default activity; no workload was simulated.
